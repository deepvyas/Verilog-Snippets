===== /design/flow/config.mk =====
export PLATFORM = sky130hd
export DESIGN_NAME = alu
export DESIGN_NICKNAME = alu
export VERILOG_FILES = /design/flow/design.v
export SDC_FILE = /design/flow/constraint.sdc
export NUM_CORES = 4
export LEC_CHECK = 1
export CORE_AREA = 10 10 114 114
export DIE_AREA = 0 0 124 124

===== /design/flow/constraint.sdc =====
current_design alu

set clk_period 10.4
set clk_io_pct 0.2

create_clock -name clk0 -period $clk_period

set non_clock_inputs [all_inputs -no_clocks]
set_input_delay [expr $clk_period * $clk_io_pct] -clock clk0 $non_clock_inputs
set_output_delay [expr $clk_period * $clk_io_pct] -clock clk0 [all_outputs]

===== /design/flow/design.v =====
module mux2to1(out,sel,in1,in2);
	output out;
	input in1,in2,sel;
	wire not_sel,w1,w2;
	not n1(not_sel,sel);
	and a1(w1,in2,sel);
	and a2(w2,in1,not_sel);
	or  o1(out,w1,w2);
endmodule
module bit8_2to1mux(out,sel,in1,in2);
	output [7:0] out;
	input [7:0] in1,in2;
	input sel;
	generate
		genvar j;
		for(j=0;j<8;j=j+1)
			begin:mux_loop
				mux2to1 m1(out[j],sel,in1[j],in2[j]);
			end
	endgenerate
endmodule
module bit32_2to1mux(out,sel,in1,in2);
	output [31:0] out;
	input [31:0] in1,in2;
	input sel;
	generate
		genvar j;
		for(j=0;j<4;j=j+1)
			begin:mux_loop
				bit8_2to1mux m1(out[j*8 +7:j*8],sel,in1[j*8 +7:j*8],in2[j*8 +7:j*8]);
			end
		endgenerate
endmodule
module mux4to1(out,sel,in1,in2,in3,in4);
	output out;
	input [1:0] sel;
	input in1,in2,in3,in4;
	wire mo1,mo2,temp1,temp2,sel1_not;
	not n1 (sel1_not,sel[1]);
	mux2to1 mux1(mo1,sel[0],in1,in2);
	mux2to1 mux2(mo2,sel[0],in3,in4);
	and a1(temp1,sel1_not,mo1);
	and a2(temp2,sel[1],mo2);
	or o1(out,temp1,temp2);
endmodule 
module bit32_4to1mux(out,sel,in1,in2,in3,in4);
	output [31:0] out;
	input [1:0] sel;
	input [31:0] in1,in2,in3,in4;
	generate
		genvar j;
		for(j=0;j<32;j=j+1)
			begin:mux_loop
				mux4to1 m1(out[j],sel,in1[j],in2[j],in3[j],in4[j]);
			end
		endgenerate
endmodule
module bit32_and(out,in1,in2);
	output [31:0] out;
	input [31:0] in1,in2;
	assign {out} = in1&in2;
endmodule
module bit32_or(out,in1,in2);
	output [31:0] out;
	input [31:0] in1,in2;
	assign {out} = in1|in2;
endmodule
module FA_adder(cout,sum,in1,in2,cin);
	output cout;
	output [31:0] sum;
	input [31:0] in1,in2;
	input cin;
	assign {cout,sum} = in1+in2+cin;
endmodule
module alu(result,cout,a,b,cin,binv,op);
	output cout;
	output [31:0] result;
	input [31:0] a,b;
	input cin,binv;
	input [1:0] op;
	wire [31:0] bnot;
	wire [31:0] mux_out;
	wire [31:0] aw,ow,sumw;
	assign bnot = ~b;
	bit32_2to1mux muxin(mux_out,binv,b,bnot);
	bit32_and an1(aw,a,mux_out);
	bit32_or o1(ow,a,mux_out);
	FA_adder fa(cout,sumw,a,mux_out,binv);
	bit32_4to1mux outm(result,op,aw,ow,sumw,);
endmodule
module Andarray(RegDst,ALUSrc, MemtoReg, RegWrite, MemRead, MemWrite,Branch,ALUOp1,ALUOp2,Op);
	input [5:0] Op;
	output RegDst,ALUSrc,MemtoReg, RegWrite, MemRead, MemWrite,Branch,ALUOp1,ALUOp2;
	wire Rformat, lw,sw,beq;
	assign Rformat = (~Op[0])& (~Op[1])& (~Op[2])& (~Op[3])& (~Op[4])& (~Op[5]);
	assign lw = (Op[0])& (Op[1])& (~Op[2])& (~Op[3])& (~Op[4])& (Op[5]);   
	assign sw = (Op[0])& (Op[1])& (~Op[2])& (Op[3])& (~Op[4])& (Op[5]);       
	assign beq = (~Op[0])& (~Op[1])& (Op[2])& (~Op[3])& (~Op[4])& (~Op[5]);
	assign RegDst = Rformat;
	assign MemtoReg = lw;
	assign MemRead = lw;
	assign MemWrite = sw;
	assign Branch  = beq;
	assign ALUOp1 = Rformat;
	assign ALUOp2 = beq;
	assign ALUSrc = lw|sw;
	assign RegWrite = Rformat|lw;
endmodule      
module ALUControl(op,ALUOp,funct);
	output [2:0] op;
	input [1:0] ALUOp;
	input [5:0] funct;
	assign op[0] = (funct[0]|funct[3]) & ALUOp[1];
	assign op[1] = (~funct[2])|(~ALUOp[1]);
	assign op[2] = (funct[1] &ALUOp[1]) | ALUOp[0];
endmodule

===== /design/flow/run.sh =====
#!/bin/bash
# OpenROAD 26Q1-2900-gdf79404cd8, Yosys 0.63+post, stock flow scripts
make -C /OpenROAD-flow-scripts/flow DESIGN_CONFIG=/design/flow/config.mk WORK_HOME=/design/flow/orfs finish

==> Flow_metrics.wiki <==
=== Physical design figures ===
{| class="wikitable"
! Metric !! Value
|-
| First-pass GRT wire length || 15000 microns
|-
| Worst endpoint data arrival time || 6270 ps
|-
| Maximum vdd ir drop || 0.0000404 V
|-
| LEAKAGE || 0.00210 uW
|-
| Detail Route Antenna Nets || 0
|-
| Setup repair after global routing missed its margin || false
|-
| Avg WL per Cell || 13.5 microns
|-
| Startpoint type of the worst setup path || primary input
|-
| Peak fanout along the critical path || 20
|-
| Top cells by area || ha_1 25%, xor2_1 12%, inv_1 7.9%
|-
| # diodes || 0
|-
| Yosys stat chip area || 3400 sq um
|-
| Clk_buf instances || 0
|-
| Sw frac || 48.3%
|-
| FMAX || 120 MHz
|-
| Worst-margin pin slew || 652 ps
|-
| Data required time at the worst endpoint || 8320 ps
|-
| Total global routing overflow || 0
|-
| Fraction of the cycle the final worst path needs || 80.3%
|-
| Number of design rule violations left after detail routing || 0
|-
| HPWL Detailed || 7590 microns
|-
| Synth Warn # || 32
|-
| Final Slew Violations || 0
|-
| Worst Min Path Start || op[1]
|-
| Routed Wire Length || 9040 microns
|-
| Vias in the first global route || 3146
|-
| Xor and xnor area share after synthesis || 14.9%
|-
| Time the worst path needs with I/O delays and setup || 8350 ps
|-
| Number of buffers inserted to repair setup after CTS || 0
|-
| CORE AREA || 10400 sq um
|-
| Vertical die size || 124 microns
|-
| Total routing usage reported by global routing || 11.7%
|-
| Via-to-Cell Ratio || 4.75
|-
| Stage-log warning count || 68
|-
| Seq. cell area || 0 sq um
|-
| Count of instances resized after the clock tree is built || 0
|-
| Worst hold path class || in2out
|-
| Overall die width || 124 microns
|-
| Total Power || 287 uW
|-
| Count of vias placed by the detailed router || 3181
|-
| Switching power || 138 uW
|-
| Kind of critical path || in2out
|-
| Number of unique standard cell types used by synthesis || 51
|-
| Crit path from || binv
|-
| Number of antenna violations at the first check in global routing || 0
|-
| Power density normalized to cell area || 67.1 nW/um^2
|-
| Proportion of power drawn by combinational gates || 100.0%
|-
| Area share of the leading cell type in the synthesized netlist || 24.7%
|-
| Hold Buf Count CTS || 0
|-
| TNS Setup || 0 ps
|-
| Main logic family || adder cells
|-
| Final-report setup violation count || 0
|-
| Layout cell share with drive strength beyond 1 || 2.62%
|-
| Library cell with the highest instance count after synthesis || inv_1
|-
| # Max-Cap Violations || 0
|-
| Relative contribution of the clock network to total power || 0%
|-
| Growth of design area from synthesis to finish || 25.6%
|-
| MUX share of area || 6.88%
|-
| Avg Synthesized Cell Area || 7.07 sq um
|-
| Cell types with the highest counts after synthesis || 72 x inv_1, 67 x ha_1, 45 x xor2_1
|-
| Number of port buffers || 100
|-
| Post-synth design cell area || 3400 sq um
|-
| Largest area contributor in the netlist || ha_1
|-
| Placement row count || 37
|-
| Pin count of the biggest net entering global routing || 45
|-
| Floorplan Utilization || 32.6%
|-
| Number of standard cells reported by yosys || 481
|-
| Proportion of power drawn by flip-flops and latches || 0%
|-
| Internal power || 148 uW
|-
| Count of routing violations after the opening detailed-route iteration || 112
|-
| Result of the run || complete, no violations
|-
| Mapped Cells || 481
|-
| Fin util || 41.0%
|-
| Last weighted congestion value of the routability-driven placer || 0.916
|-
| Share of synthesized area occupied by flip-flops and latches || 0%
|-
| DIE AREA || 15400 sq um
|-
| Post-synthesis simple-gate area fraction || 12.4%
|-
| 1st-pass router iterations || 5
|-
| Worst setup EP type || primary output
|-
| Final Hold Viols || 0
|-
| Headroom to the max-slew limit || 56.6%
|-
| Post-synthesis compound-gate area fraction || 23.2%
|-
| Area share of fa/ha/maj cells after synthesis || 25.2%
|-
| Total number of sequential cells || 0
|-
| I/O pins || 101
|}
worst paths after layout:
path	to	slack (ps)	depth (start not counted)
max	result[30]	2050	14
min	result[27]	5240	4
metrics by stage:
step           hold slack [ps]  setup WS (ps)  std cells  area [sq um]
3_5_place_dp              5270           2040        670          4270
3_3_place_gp              5270           2010        670          4270
2_1_floorplan             4360           3110        481          3400
6_report                  5240           2050        670          4270
5_1_grt                   5300           1760        670          4270
4_1_cts                   5270           2010        670          4270
worst max-delay path, stage by stage:
cell	delay [ps]
buf_2	350
buf_4	420
mux2i_2	170
fa_1	430
nand3b_1	210
a2111oi_2	470
nor2_1	140
o31ai_2	430
a21oi_1	260
o211ai_1	330
a31oi_1	170
xor2_1	160
o21ai_1	140
clkdlybuf4s50_1	490
metal layers:
metal / GRT usage (%) / part of all wire (%) / up-vias
met5: 0 / 0 / -
met4: 0.216 / 0 / 0
met3: 2.11 / 6.2 / 0
met2: 19.6 / 46 / 54
met1: 16.1 / 48 / 1426
li1: - / - / 1701
cell families after synthesis:
kind of cell | after synthesis
buffers and inverters | 123
AND-OR/OR-AND | 121
AND/OR/NAND/NOR | 88
multiplexers | 23
adder cells (fa/ha/maj) | 68
XOR/XNOR | 58
power groups by stage:
stage     registers, uW  logic [uW]  clock network, uW
6_report              0         287                  0
5_1_grt               0         325                  0
4_1_cts               0         291                  0
layout by cell type, fill, tap and decap left out, types with 3 or more instances in the layout:
cell	instances
nand2b_1	3
nor3b_1	5
nor2b_1	4
nor3_1	7
xnor2_1	13
mux2i_1	22
nor2_1	20
clkdlybuf4s50_1	98
a21oi_1	29
a31oi_1	5
nand4_1	6
inv_1	72
a21o_1	12
nand2_1	30
ha_1	67
a211oi_1	3
o21ai_0	14
o21bai_1	3
xor2_1	45
buf_4	4
o22ai_1	20
nand3_1	6
o21ai_1	15
layout make-up:
| type | instances | area [sq um] |
|---|---|---|
| fillers | 1030 | 6140 |
| inverters | 72 | 270 |
| multi-input cells | 358 | 2810 |
| well taps | 136 | 170 |
| repair buffers | 104 | 1020 |
Power and IR drop assume default switching activity.
